$ cat flow/run.sh
#!/bin/bash
# OpenROAD 26Q1-2900-gdf79404cd8, Yosys 0.63+post, stock flow scripts
make -C /OpenROAD-flow-scripts/flow DESIGN_CONFIG=/design/flow/config.mk WORK_HOME=/design/flow/orfs finish
$ cat flow/config.mk
export PLATFORM = sky130hd
export DESIGN_NAME = pxconv
export DESIGN_NICKNAME = pxconv
export VERILOG_FILES = /design/flow/design.v
export SDC_FILE = /design/flow/constraint.sdc
export NUM_CORES = 4
export LEC_CHECK = 1
export CORE_UTILIZATION = 50
$ cat flow/constraint.sdc
current_design pxconv

set clk_period 4.9
set clk_io_pct 0.2

create_clock -name clk0 -period $clk_period [get_ports {clk}]

set non_clock_inputs [all_inputs -no_clocks]
set_input_delay [expr $clk_period * $clk_io_pct] -clock clk0 $non_clock_inputs
set_output_delay [expr $clk_period * $clk_io_pct] -clock clk0 [all_outputs]
$ cat flow/design.v
module pxconv(
    input clk,
    input rst,
	input [15:0] axi_to_pxconv_data,
	input axi_to_pxconv_valid,
	input pixel_ack,
	output reg pxconv_to_axi_ready_to_rd,
	output reg [11:0] pxconv_to_axi_mst_length,
	output [3:0] pxconv_to_bram_we,
	output reg [31:0] pxconv_to_bram_data,
	output reg pxconv_to_bram_wr_en,
	output reg [31:0] pxconv_to_bram_addr,
	output busy,
	output reg wnd_in_bram
    );
	wire [15:0] px_low_red, px_low_blue, px_low_green;
	wire [17:0] px_low_grey;
	reg [23:0] px_cnt;
	reg [23:0] row_cnt;
	reg [23:0] px_cnt_d;
	reg [15:0] axi_to_pxconv_data_d;
	reg axi_to_pxconv_valid_d;
	assign px_low_red = (((axi_to_pxconv_data_d & 16'hf800) >> 11) << 3);
	assign px_low_blue = (((axi_to_pxconv_data_d & 16'h07e0) >> 5) << 2);
	assign px_low_green = ((axi_to_pxconv_data_d & 16'h001f) << 3);
	assign px_low_grey = (px_low_red + px_low_blue + px_low_green) / 3;
	assign pxconv_to_bram_we = 4'hf;
	assign busy = pxconv_to_bram_wr_en; 
	always@(posedge clk) begin
		if(rst) begin
			pxconv_to_bram_data <= 'h0;
			pxconv_to_bram_addr <= 'h1400;
			pxconv_to_bram_wr_en <= 1'b0;
			px_cnt <= 24'b0;
			px_cnt_d <= 24'b0;
			row_cnt <= 24'b0;
		end
		else begin
			axi_to_pxconv_data_d <= axi_to_pxconv_data;
			axi_to_pxconv_valid_d <= axi_to_pxconv_valid;
			px_cnt_d <= px_cnt;
			pxconv_to_bram_data <= {16'b0, px_low_grey[15:0]};
			if(axi_to_pxconv_valid) begin
				if(px_cnt == 24'h4B000) begin   
					px_cnt <= 24'h0;
				end
				else begin
					px_cnt <= px_cnt + 1;
				end
			end
			if(axi_to_pxconv_valid_d) begin
				pxconv_to_bram_wr_en <= 1'b1;
				if(px_cnt_d == 32'h4B000) begin
					px_cnt_d <= 24'b0;
				end
				else begin
					px_cnt_d <= px_cnt_d + 1;
				end
				if(pxconv_to_bram_addr == 'h1400) begin
					pxconv_to_bram_addr <= 'h0;
				end 
				else begin
					pxconv_to_bram_addr <= pxconv_to_bram_addr + 1;
				end
			end
			else begin
				pxconv_to_bram_wr_en <= 1'b0;
			end
		end
	end
	always@(posedge clk) begin
		if(rst) begin
			pxconv_to_axi_mst_length <= 11'h80;  
		end
		else begin
			if(px_cnt < 24'h1400) begin
				pxconv_to_axi_mst_length <= 11'h80;  
			end
			else begin
				pxconv_to_axi_mst_length <= 11'h80;  
			end
		end
	end
	always@(posedge clk) begin
		if(rst) begin
			pxconv_to_axi_ready_to_rd <= 1'b0;
			row_cnt <= 24'h0;
		end
		else begin
			if(px_cnt < 24'h13FF) begin  
				pxconv_to_axi_ready_to_rd <= 1'b1;
			end
			else begin
				if(pixel_ack) begin
					row_cnt <= row_cnt + 1;
					pxconv_to_axi_ready_to_rd <= 1'b1;
				end
				else begin
					pxconv_to_axi_ready_to_rd <= 1'b0;
				end
			end
		end
	end
	always@(posedge clk) begin
		if(rst) begin
			wnd_in_bram <= 1'b0;
		end
		else begin
			if(px_cnt_d >= 24'h1400) wnd_in_bram <= 1'b1;
			else wnd_in_bram <= 1'b0;
		end
	end
endmodule
==> run notes <==
### Clock network
• clock edge transition at the registers on the reported setup and hold paths: 0.07 ns
• clock tree from TritonCTS: built
• sinks on the clock net: 109
• clk ins delay skew pair: 0.35 ns
• maximum number of buffers from clock root to sink: 2
• number of buffers created by CTS: 9
• Hold-fix buffers, CTS: 0
• Root Buffer: clkbuf_16
• htree depth: 3

### Setup path
• slowest CP cell: fa_1
• crit path launch type: register
• critical register-to-register path endpoint: pxconv_to_bram_data[0]
• most repeated library cell on the critical path: ha_2
• largest fanout of any net on the critical path: 3
• r2r startpoint: axi_to_pxconv_data_d[12]
• worst setup path class: reg2reg
• worst reg-to-reg setup slack: -0.41 ns
• worst reg2reg path depth: 28
• Crit path arrival time: 5.58 ns
• required time at the endpoint of the critical path: 5.17 ns
• Largest stage delay, worst path: 0.55 ns
• element type at the critical path end: register

### Run status
• violations in the final reports: setup timing
• outcome: finished with violations

### Flow run
• number of maximum-capacitance violations: 0
• tool warnings: 32

### Synthesis
• summed instance area of the synthesized netlist: 6314 sq um
• area share of the largest cell type after synthesis: 29.17%
• commonest cells in the synthesized netlist: nor2_1, dfxtp_1, nand2_1, xor2_1, buf_4
• main area contributors after synthesis: dfxtp_1, edfxtp_1, xor2_1, nor2_1, buf_4
• Seq share, synth: 37.26%
• count of instantiated cells in the yosys netlist: 730
• average size of a mapped cell: 8.649 sq um
• Cells after Synth: 730
• count of different cell masters after synthesis: 82
• Yosys reg bits: 109
• count of flip-flops with a built-in enable after synthesis: 17
• cell with the most instances after synthesis: nor2_1
• chip area from the yosys synthesis statistics: 6314 sq um
• Main synth FF type: dfxtp_1
• Synth Warn #: 1
• proportion of register bits with asynchronous set or reset after synthesis: 0%
• dominant cell type by area after synthesis: dfxtp_1

### Floorplanning
• DIE AREA: 13080 sq um
• core area: 12160 sq um
• number of top-level design ports: 104
• Floorplan Utilization: 51.91%
• standard-cell rows: 40
• horizontal die size: 114.4 um
• chip height: 114.4 um

### Final layout
• logic area: 3659 sq um
• Design Area, Final: 7666 sq um
• proportion of layout cells with a drive suffix above 1: 13.98%
• area grow syn2layout: 21.42%
• fill count: 1018
• area occupied by registers: 2352 sq um

### STA
• final setup violation count: 2
• final worst hold slack: 0.5379 ns
• unrepaired setup endpoints after global routing: true
• clock skew after layout: 0.006524 ns
• final hold violation count: 0
• crit path time final: 5.310 ns
• Highest Clock Rate: 188.3 MHz
• slew at the pin closest to its max-slew limit: 0.9430 ns
• worst slew margin relative to its limit: 37.13%
• Final Slew Violations: 0
• post-layout period usage of the worst path: 108.4%
• post-route worst setup slack: -0.4096 ns

### Placed design
• post-placement setup slack: -0.5297 ns
• PortBufs: 64
• HPWL after detailed placement: 9731 um
• Routability Congestion: 0.9370
• DP Area: 7249 sq um

### Detailed routing
• average routed wire per standard cell: 13.66 um
• count of unresolved DRC violations after routing: 0
• Via-to-Cell Ratio: 5.230
• total wire length after detailed routing: 13730 um
• violation count after the first detailed-routing iteration: 298
• drt pass-1 iters: 5
• ant diodes: 0
• number of antenna-violating nets in the routed design: 0
• detailed-route via count: 5256

### GRT
• via count of the first global-routing pass: 4763
• pin count of the biggest net entering global routing: 37
• total routing resource utilization after global routing: 22.31%
• antenna violations before repair: 0
• wire length of the first global-routing pass: 22810 um
• GR Overflow Total: 0

### Min path
• path type of the worst min-delay path: reg2reg
• Min-Delay Startpoint: px_cnt[12]
• cell count of the worst hold path: 2
• Min-Delay Endpoint: px_cnt[12]

### Power and ir drop
• power density over the cells: 434.6 nW/um^2
• leakage dissipation: 3.005 nW
• largest voltage drop on the vdd net: 243.4 uV

==> per-layer routing <==
layer	track usage, %	vias up	share of wire, %
met3	4.477	15	5.3
li1	-	2663	-
met2	34.10	145	44
met5	0	-	0
met1	35.33	2433	50
met4	1.645	0	1.0
==> how the worst max path moves through the flow <==
stage,depth (start not counted),to,from,slack (ns)
finish,28,pxconv_to_bram_data[0],axi_to_pxconv_data_d[12],-0.41
global route,25,pxconv_to_bram_data[0],axi_to_pxconv_data_d[12],-0.72
CTS,26,pxconv_to_bram_data[0],axi_to_pxconv_data_d[12],-0.44
==> logic make-up after synthesis <==
group	after synthesis	synth area share, %
flip-flops	109	37.26
multiplexers	5	0.8521
buffers and inverters	92	8.918
XOR/XNOR	79	11.30
adder cells (fa/ha/maj)	19	4.479
AND-OR/OR-AND	109	12.05
AND/OR/NAND/NOR	315	25.03
other	2	0.1190
==> power by group <==
group / total, W / internal, W / switching (W)
Combinational: 0.00165 / 0.000876 / 0.000779
Sequential: 0.000984 / 0.000960 / 0.0000243
Clock: 0.000693 / 0.000350 / 0.000343
==> cell usage in the layout (no fill, tap or decap), types with 3 or more instances in the layout <==
cell               n
a211oi_1           6
a21oi_1           33
a2bb2oi_1          5
and2_1             3
and3_1            20
and4_1             3
buf_4             55
clkbuf_16          9
clkdlybuf4s50_1   64
conb_1            39
dfxtp_1           92
edfxtp_1          17
fa_1               5
ha_1              10
ha_2               3
inv_1             22
inv_6              3
mux2i_1            3
nand2_1           54
nand2b_1           5
nand3_1           26
nand4_1           21
nor2_1           107
nor2b_1           23
nor3_1            10
nor4_1            16
nor4b_1            4
o211ai_1           4
o21ai_0           12
o21ai_1            3
o31ai_1            3
or2_2              3
xnor2_1           27
xor2_1            50
==> through the flow <==
step / util [%] / cells / total power [W] / setup TNS [ns]
global route: 63.04 / 1005 / 0.003550 / -1.254
global placement: 59.61 / 979 / 0.002430 / -0.5285
finish: 63.04 / 1005 / 0.003332 / -0.7140
detailed placement: 59.61 / 979 / 0.002443 / -0.7074
floorplan: - / 767 / 0.002000 / -0.8797
CTS: 62.45 / 1002 / 0.003269 / -0.7954
==> final cells by class <==
cell class | instances | area share, %
inverter | 25 | 1.224
clock inverter | 6 | 0.6039
clock buffer | 10 | 2.987
tap | 168 | 2.742
timing repair buffer | 121 | 14.04
multi-input combinational | 566 | 47.72
sequential | 109 | 30.68
==> timing repair <==
action                     CTS  global route
hold endpoints to repair     0             0
setup endpoints to repair    2             2
buffers inserted             8             3
resized                      4            12
pin swaps                   13            11
==> critical path: cells and delay by family, from the launching register on <==
family / cells / cell delay (ns)
AND/OR/NAND/NOR: 5 / 0.61
XOR/XNOR: 1 / 0.13
AND-OR/OR-AND: 10 / 1.64
flip-flops: 1 / 0.40
buffers and inverters: 5 / 0.36
adder cells (fa/ha/maj): 6 / 1.81
multiplexers: 1 / 0.26
==> registers in the layout, summed over array words and instances, names as in the netlist <==
signal                     count
pxconv_to_bram_addr           32
px_cnt_d                      24
px_cnt                        24
axi_to_pxconv_data_d          16
pxconv_to_bram_wr_en           1
pxconv_to_bram_data            9
axi_to_pxconv_valid_d          1
pxconv_to_axi_ready_to_rd      1
wnd_in_bram                    1
Power figures rest on the tool's default switching activity, not on a simulated workload.
