## design/flow/run.sh

```bash
#!/bin/bash
# OpenROAD 26Q1-2900-gdf79404cd8, Yosys 0.63+post, stock flow scripts
make -C /OpenROAD-flow-scripts/flow DESIGN_CONFIG=/design/flow/config.mk WORK_HOME=/design/flow/orfs finish
```

## design/flow/config.mk

```make
export PLATFORM = sky130hd
export DESIGN_NAME = load_bram
export DESIGN_NICKNAME = load_bram
export VERILOG_FILES = /design/flow/design.v
export SDC_FILE = /design/flow/constraint.sdc
export NUM_CORES = 4
export LEC_CHECK = 1
export CORE_UTILIZATION = 30
```

## design/flow/constraint.sdc

```tcl
current_design load_bram

set clk_period 5.6
set clk_io_pct 0.2

create_clock -name clk0 -period $clk_period [get_ports {clk}]

set non_clock_inputs [all_inputs -no_clocks]
set_input_delay [expr $clk_period * $clk_io_pct] -clock clk0 $non_clock_inputs
set_output_delay [expr $clk_period * $clk_io_pct] -clock clk0 [all_outputs]
```

## design/flow/design.v

```verilog
module load_bram(
    input clk,
    input rst,
	input [31:0] axi_to_pxconv_data,
	input axi_to_pxconv_valid,
	input pixel_ack,
	output reg pxconv_to_axi_ready_to_rd,
	output reg [11:0] pxconv_to_axi_mst_length,
	output [3:0] pxconv_to_bram_low_we,
	output reg [31:0] pxconv_to_bram_low_data,
	output reg pxconv_to_bram_low_wr_en,
	output reg [31:0] pxconv_to_bram_low_addr,
	output [3:0] pxconv_to_bram_hi_we,
	output reg [31:0] pxconv_to_bram_hi_data,
	output reg pxconv_to_bram_hi_wr_en,
	output reg [31:0] pxconv_to_bram_hi_addr,
	output reg wnd_in_bram
    );
	wire [15:0] px_low_red, px_low_blue, px_low_green;
	wire [15:0] px_hi_red, px_hi_blue, px_hi_green;
	wire [17:0] px_low_grey;
	wire [17:0] px_hi_grey;
	reg [23:0] px_cnt;
	reg [23:0] ack_cnt;
	reg [23:0] wnd_cnt;
	reg [31:0] axi_to_pxconv_data_d;
	reg axi_to_pxconv_valid_d;
	assign px_low_red = (((axi_to_pxconv_data_d[15:0] & 16'hf800) >> 11) << 3);
	assign px_low_blue = (((axi_to_pxconv_data_d[15:0] & 16'h07e0) >> 5) << 2);
	assign px_low_green = ((axi_to_pxconv_data_d[15:0] & 16'h001f) << 3);
	assign px_low_grey = (px_low_red + px_low_blue + px_low_green) / 3;
	assign px_hi_red = (((axi_to_pxconv_data_d[31:16] & 16'hf800) >> 11) << 3);
	assign px_hi_blue = (((axi_to_pxconv_data_d[31:16] & 16'h07e0) >> 5) << 2);
	assign px_hi_green = ((axi_to_pxconv_data_d[31:16] & 16'h001f) << 3);
	assign px_hi_grey = (px_hi_red + px_hi_blue + px_hi_green) / 3;
	assign pxconv_to_bram_low_we = 4'hf;
	assign pxconv_to_bram_hi_we = 4'hf;
	always@(posedge clk) begin
		if(rst) begin
			pxconv_to_bram_low_data <= 32'h0;
			pxconv_to_bram_low_addr <= 32'h1180;
			pxconv_to_bram_low_wr_en <= 1'b0;
			pxconv_to_bram_hi_data <= 32'h0;
			pxconv_to_bram_hi_addr <= 32'h0000;
			pxconv_to_bram_hi_wr_en <= 1'b0;
			px_cnt <= 24'b0;
			wnd_cnt <= 24'b0;
		end
		else begin
			axi_to_pxconv_data_d <= axi_to_pxconv_data;
			axi_to_pxconv_valid_d <= axi_to_pxconv_valid;
			pxconv_to_bram_low_data <= {16'b0, px_low_grey[15:0]};
			pxconv_to_bram_hi_data <= {16'b0, px_hi_grey[15:0]};
			if(axi_to_pxconv_valid) begin
				if(px_cnt == 24'h25800) begin   
					px_cnt <= 24'h0;
				end
				else begin
					px_cnt <= px_cnt + 1;
				end
			end
			if(axi_to_pxconv_valid_d) begin
				pxconv_to_bram_low_wr_en <= 1'b1;
				pxconv_to_bram_hi_wr_en <= 1'b1;
				if(wnd_cnt == 32'h25800) begin
					wnd_cnt <= 24'b0;
				end
				else begin
					wnd_cnt <= wnd_cnt + 1;
				end
				if(pxconv_to_bram_hi_addr == 32'h117f || pxconv_to_bram_low_addr == 32'h1180) begin  
					pxconv_to_bram_low_addr <= 32'h0;
					pxconv_to_bram_hi_addr <= 32'h1;
				end 
				else begin
					pxconv_to_bram_low_addr <= pxconv_to_bram_low_addr + 2;
					pxconv_to_bram_hi_addr <= pxconv_to_bram_hi_addr + 2;
				end
			end
			else begin
				pxconv_to_bram_low_wr_en <= 1'b0;
				pxconv_to_bram_hi_wr_en <= 1'b0;
			end
		end
	end
	always@(posedge clk) begin
		if(rst) begin
			pxconv_to_axi_mst_length <= 11'h80;  
		end
		else begin
			if(px_cnt < 12'h8C0) begin
				pxconv_to_axi_mst_length <= 32'h80;  
			end
			else begin
				pxconv_to_axi_mst_length <= 32'h10;  
			end
		end
	end
	always@(posedge clk) begin
		if(rst) begin
			pxconv_to_axi_ready_to_rd <= 1'b0;
			ack_cnt <= 24'h0;
		end
		else begin
			if(px_cnt < 12'h8BE) begin  
				pxconv_to_axi_ready_to_rd <= 1'b1;
			end
			else begin
				if(pixel_ack) begin
					ack_cnt <= ack_cnt + 1;
				end
				if(ack_cnt == 8'h10) begin
					pxconv_to_axi_ready_to_rd <= 1'b1;
					ack_cnt <= 24'h0;
				end
				else begin
					pxconv_to_axi_ready_to_rd <= 1'b0;
				end
			end
		end
	end
	always@(posedge clk) begin
		if(rst) begin
			wnd_in_bram <= 1'b0;
		end
		else begin
			if(wnd_cnt >= 32'h8C0) wnd_in_bram <= 1'b1;
			else wnd_in_bram <= 1'b0;
		end
	end
endmodule
```

==> Changelog: implementation <==
### Physical design

- AND/OR/NAND/NOR Cells, Area Fraction: between 20% and 30%
- Vias per cell: 4.65
- EDFF count, synth: 33
- DR DRC count: 0
- Clock buffer depth: 2
- Vias in the first global route: around 7500
- CP Data Required Time: ~6.0 ns
- Maximum vdd drop: 221 uV
- Aoi share: 10.7%
- FP Util: 30.8%
- ANT nets after route: 0
- Count of cell types in the netlist: around 83
- Crit path kind: reg2reg
- Final wirelength: 22.4 mm
- Syn Inst Count: between 1000 and 1500
- Share of layout cells above drive strength 1: under 10%
- Initial antenna violation count: 0
- FMAX: about 0.19 GHz
- Core area: 33900 um^2
- Die X: 189 um
- Largest net degree at the start of global routing: roughly 58
- Post-synth ARST share: 0%
- Setup Skew: about 0.0097 ns
- Routability cong.: ~0.91
- Final WS setup: approximately 0.23 ns
- Crit path max fanout: 6
- Tool warnings: 28
- Main logic family: simple AND/OR/NAND/NOR gates
- Detailed Place HPWL: between 15 and 20 mm
- Synth Flop Type: dfxtp_1
- Root buffer cell: clkbuf_16
- Die Height: about 190 um
- Synth Seq Share: between 30% and 40%
- Fraction of synthesized cell area in xor and xnor cells: 11.5%
- DR pass1 iterations: 5
- Final Setup Violations: 0
- Drt wl/cell: between 10 and 15 um
- #FFs+latches synth: between 150 and 200
- Mapped cell area: 10400 um^2
- Fillcell total: about 3300
- Pleak: ~4.8 nW
- Mux frac, synth: 0.827%
- H-tree levels: 4
- Worst slew pin tran: 0.852 ns
- Total track usage: ~13%
- Buffers added on ports: 122
- Yosys Chip Area: about 10000 um^2
- # clock sinks: 191
- Hold WC Path Type: reg2reg
- Critical Path AT: 5.73 ns
- Max Slew Vio Count: 0
- Post-layout util: roughly 38%
- Placed inst area: approximately 12000 um^2
- Hold WS: roughly 0.5 ns
- Violation tally from detailed-route iteration zero: approximately 370
- Final min period: roughly 5.4 ns
- Grt total ovfl: 0
- Worst setup EP type: register
- Final Instance Area: between 10000 and 15000 um^2
- Total CTS buffers: 17
- CP peak stage delay: 0.56 ns
- Syn Area/Cell: 8.71 um^2
- Die area: ~36000 um^2
- Yosys adder share: between 4 and 5%
- Total number of vias: roughly 8300
- Relative slew slack: around 43%
- Final period util: roughly 96%
- # diodes: 0
- Site row count: between 60 and 70
- Outcome: finished clean
- Area grow syn2layout: 21.9%
- MaxCap Viol Count: 0
- CTS clk-pin slew, worst paths: about 0.080 ns
- I/O pin count: roughly 190
- TritonCTS clock tree: built
- Late-Pin Clk Latency: about 0.43 ns
- First-pass GRT wire length: about 37 mm
- Cells in synth_stat.txt: 1199
- Pre-CTS setup slack: 0.0584 ns
- Syn. warnings: 1
- Final Hold Vio Count: 0
- CP Launch Type: register
- Pwr per Cell Area: 380 nW/um^2
- Critical path's slowest cell: fa_1
[critical path, delay by kind of cell (launching register included)]
family                     cells  cell delay [ns]
AOI/OAI and AO/OA             11             1.48
xor gates and xnor gates       1             0.17
adders and majority gates      6             1.87
buffers and inverters          2             0.18
DFF                            1             0.40
muxes                          1             0.06
and+or+nand+nor                7             1.14
[timing repair]
action | CTS | global route
buffers inserted | 0 | 10
hold buffers | 0 | 0
setup endpoints to repair | 0 | 3
gates resized | 0 | 39
[sequential cells by signal, indices dropped and copies added, names as in the netlist]
| register | count |
|---|---|
| ack_cnt | 24 |
| axi_to_pxconv_data_d | 32 |
| axi_to_pxconv_valid_d | 1 |
| px_cnt | 24 |
| pxconv_to_axi_mst_length | 2 |
| pxconv_to_axi_ready_to_rd | 1 |
| pxconv_to_bram_hi_addr | 32 |
| pxconv_to_bram_hi_data | 9 |
| pxconv_to_bram_low_addr | 31 |
| pxconv_to_bram_low_data | 9 |
| pxconv_to_bram_low_wr_en | 1 |
| wnd_cnt | 24 |
| wnd_in_bram | 1 |
[cells by family (layout without fill, tap and decap cells)]
logic type,Yosys count,in the layout
AOI/OAI and AO/OA,159,159
xor gates and xnor gates,136,136
muxes,8,8
other,2,65
buffers and inverters,152,230
and+or+nand+nor,517,517
DFF,191,191
adders and majority gates,34,34
[path summary, 6_finish.rpt]
check                                                             from  depth (start not counted)  slack (ns)                                      to
worst min-delay path            pxconv_to_bram_hi_addr[0]$_SDFFE_PP0P_                          2        0.50  pxconv_to_bram_hi_addr[0]$_SDFFE_PP0P_
worst max register to register      axi_to_pxconv_data_d[12]$_DFFE_PN_                         28        0.23   pxconv_to_bram_low_data[0]$_SDFF_PP0_
worst max-delay path                axi_to_pxconv_data_d[12]$_DFFE_PN_                         28        0.23   pxconv_to_bram_low_data[0]$_SDFF_PP0_
worst min register to register  pxconv_to_bram_hi_addr[0]$_SDFFE_PP0P_                          2        0.50  pxconv_to_bram_hi_addr[0]$_SDFFE_PP0P_
[per-stage QoR]
stage               std cells  TNS, ns  total power [mW]
floorplan                1262        0              2.95
global placement         1746        0              3.40
detailed placement       1746        0              3.41
CTS                      1778        0              4.64
global route             1788  -0.0283              5.19
finish                   1788        0              4.84
[placed cells by master (no fill, tap or decap), types with 10 or more instances in the layout]
cell type,Yosys,routed
clkdlybuf4s50_1,0,122
nand2_1,101,100
nor2_1,195,195
xnor2_1,41,40
nor3_1,19,18
and3_1,26,26
inv_1,43,42
fa_1,12,10
xor2_1,94,94
buf_4,68,30
nor4_1,25,25
conb_1,2,65
nand3_1,54,53
edfxtp_1,33,33
a21oi_1,44,41
clkbuf_16,0,17
o21ai_0,31,25
dfxtp_1,158,158
ha_1,22,17
nand4_1,33,33
[synthesized netlist by cell type, types with 3 or more instances]
cell type / n / area share [%]
nor2_1: 195 / 7.0
dfxtp_1: 158 / 30
nand2_1: 101 / 3.6
xor2_1: 94 / 7.9
buf_4: 68 / 4.9
nand3_1: 54 / 2.6
a21oi_1: 44 / 2.1
inv_1: 43 / 1.5
xnor2_1: 41 / 3.4
edfxtp_1: 33 / 9.5
nand4_1: 33 / 2.0
o21ai_0: 31 / 1.5
and3_1: 26 / 1.6
clkbuf_1: 25 / 0.90
nor4_1: 25 / 1.5
ha_1: 22 / 2.6
nor3_1: 19 / 0.91
fa_1: 12 / 2.3
a31oi_1: 10 / 0.60
and4_1: 9 / 0.75
nand2b_1: 8 / 0.48
or3_1: 8 / 0.48
buf_2: 6 / 0.29
buf_6: 6 / 0.65
o21ai_1: 6 / 0.29
a21o_1: 5 / 0.36
and2_1: 5 / 0.30
mux2i_1: 5 / 0.48
nor2b_1: 5 / 0.30
nor4b_1: 5 / 0.42
a211oi_1: 4 / 0.29
a21oi_2: 4 / 0.34
a311oi_1: 4 / 0.34
a41o_1: 4 / 0.38
nand3b_1: 4 / 0.29
nor3b_1: 4 / 0.29
o221ai_1: 4 / 0.34
or2_2: 4 / 0.24
a32oi_1: 3 / 0.25
buf_1: 3 / 0.11
o21bai_1: 3 / 0.22
[cell type report]
type | instances | area (um^2) | area share [%]
Multi-Input combinational cell | 919 | 5800 | 45.5
Sequential cell | 191 | 4150 | 32.6
Timing Repair Buffer | 154 | 1470 | 11.5
Tap cell | 448 | 561 | 4.40
Clock buffer | 18 | 439 | 3.45
Inverter | 44 | 165 | 1.30
Clock inverter | 14 | 144 | 1.13
[routing by layer]
layer  global-route usage, %  share of wire (%)  routed length (um)
met1                    19.4                 49               10900
met5                       0                  0                   0
met3                    1.86                3.4                 753
met4                    1.49                1.1                 251
met2                    20.3                 47               10500
[power breakdown]
group,switching (mW),internal (mW),total (mW)
Sequential,0.0462,1.49,1.53
Clock,0.563,0.643,1.21
Combinational,1.12,0.988,2.11
No activity file was given, so power comes from the tool's default toggle rates.
